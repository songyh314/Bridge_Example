==> design/flow/design.v <==
module RAM #(
    parameter WIDTH = 8,
    parameter DEPTH = 16
) (
    input  logic                     clk,
    input  logic                     re,
    input  logic [$clog2(DEPTH)-1:0] raddr,
    output logic [        WIDTH-1:0] dout,
    output logic                     val,
    input  logic [$clog2(DEPTH)-1:0] waddr,
    input  logic                     we,
    input  logic [        WIDTH-1:0] din,
    output logic                     ack
);
  logic [WIDTH-1:0] mem[DEPTH] = '{default: '0};
  logic re_r1, we_r1;
  logic [WIDTH-1:0] din_r = '0;
  logic [$clog2(DEPTH)-1:0] raddr_r1 = '0, waddr_r1 = '0;
  always_ff @(posedge clk) begin
    {re_r1, we_r1}       <= {re, we};
    {val, ack}           <= {re_r1, we_r1};
    din_r                <= din;
    {raddr_r1, waddr_r1} <= {raddr, waddr};
  end
  always_ff @(posedge clk) begin
    if (re_r1) begin
      dout <= mem[raddr_r1];
    end
  end
  always_ff @(posedge clk) begin
    if (we_r1) begin
      mem[waddr_r1] <= din_r;
    end
  end
endmodule
module fifo #(
    parameter WIDTH = 8,
    parameter DEPTH = 16,
    parameter H_POS = 14,
    parameter L_POS = 2
) (
    input  logic             clk,
    input  logic             rst,
    input  logic             we,
    input  logic [WIDTH-1:0] din,
    output logic             full,
    input  logic             re,
    output logic [WIDTH-1:0] dout,
    output logic             empty,
    output logic             val,
    output logic             ack,
    output logic p_full,
    output logic p_empty
);
  localparam ADDR_WIDTH = $clog2(DEPTH);
  logic [ADDR_WIDTH-1:0] raddr = '0, waddr = '0;
  logic [ADDR_WIDTH-1:0] w_ptr = '0, w_ptr_next;
  logic [ADDR_WIDTH-1:0] r_ptr = '0, r_ptr_next;
  logic [DEPTH-1:0] entries = '0, entries_next;
  logic [WIDTH-1:0] mem_in;
  logic mem_we = '0, mem_re = '0;
  logic mem_we_next, mem_re_next;
  logic p_full_reg = '0, p_empty_reg = '0;
  logic p_full_next, p_empty_next;
  logic full_next, empty_next;
  assign p_full  = p_full_reg;
  assign p_empty = p_empty_reg;
  always_comb begin
    mem_we_next = we && !full;
    mem_re_next = re && !empty;
  end
  always_comb begin
    r_ptr_next = r_ptr;
    if (mem_re_next) begin
      if (r_ptr_next == (DEPTH - 1'b1)) begin
        r_ptr_next = '0;
      end else begin
        r_ptr_next = r_ptr_next + 1'b1;
      end
    end
  end
  always_comb begin
    w_ptr_next = w_ptr;
    if (mem_we_next) begin
      if (w_ptr_next == (DEPTH - 1'b1)) begin
        w_ptr_next = '0;
      end else begin
        w_ptr_next = w_ptr_next + 1'b1;
      end
    end
  end
  always_comb begin
    entries_next = entries;
    case ({
      re, we
    })
      2'b00:   entries_next = entries;
      2'b01:   entries_next = (entries < DEPTH) ? entries + 1'b1 : entries;
      2'b10:   entries_next = (|entries) ? entries - 1'b1 : entries;
      2'b11:   entries_next = entries;
      default: entries_next = entries;
    endcase
  end
  always_comb begin
    p_full_next  = entries_next >= H_POS;
    full_next    = entries_next == DEPTH;
    empty_next   = entries_next == '0;
    p_empty_next = entries_next <= L_POS;
  end
  always_ff @(posedge clk) begin
    if (rst) begin
      mem_we      <= '0;
      mem_re      <= '0;
      entries     <= '0;
      p_full_reg  <= 1'b0;
      p_empty_reg <= 1'b1;
      full        <= 1'b0;
      empty       <= 1'b1;
      r_ptr       <= '0;
      w_ptr       <= '0;
      mem_in      <= '0;
      waddr <= '0;
      raddr <= '0;
    end else begin
      mem_we      <= mem_we_next;
      mem_re      <= mem_re_next;
      entries     <= entries_next;
      p_full_reg  <= p_full_next;
      p_empty_reg <= p_empty_next;
      full        <= full_next;
      empty       <= empty_next;
      w_ptr       <= w_ptr_next;
      r_ptr       <= r_ptr_next;
      mem_in      <= din;
      waddr <= w_ptr;
      raddr <= r_ptr;
    end
  end
  RAM #(
      .WIDTH(WIDTH),
      .DEPTH(DEPTH)
  ) RAM_inst (
      .clk  (clk),
      .re   (mem_re),
      .raddr(r_ptr),
      .dout (dout),
      .val  (val),
      .waddr(w_ptr),
      .we   (mem_we),
      .din  (mem_in),
      .ack  (ack)
  );
endmodule
module hs_bridge #(
    parameter WIDTH = 8,
    parameter DEPTH = 16,
    parameter H_POS = 14,
    parameter L_POS = 2
) (
    input logic clk,
    input logic rst,
    input  logic [WIDTH-1:0] data_in,
    input  logic             valid,
    output logic             ready,
    output logic [WIDTH-1:0] data_out,
    output logic             req,
    input  logic             ack
);
  logic [WIDTH-1:0] data_r = '0, fifo_out = '0;
  logic full, empty, f_hs, fifo_re;
  logic fifo_val;
  assign ready = !full;
  typedef enum logic [1:0] {
    F_IDLE,
    F_FETCH
  } state_f;
  typedef enum logic [1:0] {
    B_IDLE,
    B_FETCH,
    B_WAIT_VAL,
    B_HS
  } state_b;
  state_f statef_reg = F_IDLE, statef_next;
  state_b stateb_reg = B_IDLE, stateb_next;
  always_comb begin
    f_hs = ready && valid;
  end
  always_ff @(posedge clk) begin
    if (rst) begin
      statef_reg <= F_IDLE;
    end else begin
      statef_reg <= statef_next;
    end
  end
  always_ff @(posedge clk) begin
    if (rst) begin
      stateb_reg <= B_IDLE;
    end else begin
      stateb_reg <= stateb_next;
    end
  end
  always_comb begin
    stateb_next = stateb_reg;
    case (stateb_reg)
      B_IDLE: begin
        if (!empty && !req && !ack) begin
          stateb_next = B_FETCH;
        end
      end
      B_FETCH: begin
        stateb_next = B_WAIT_VAL;
      end
      B_WAIT_VAL: begin
        if (fifo_val) begin
          stateb_next = B_HS;
        end
      end
      B_HS: begin
        if (req && ack) begin
          stateb_next = B_IDLE;
        end
      end
      default: begin
        stateb_next = B_IDLE;
      end
    endcase
  end
  always_ff @(posedge clk) begin
    if (rst) begin
      req      <= '0;
      fifo_re  <= '0;
      data_out <= '0;
    end else begin
      req      <= (stateb_next == B_HS);
      fifo_re  <= (stateb_next == B_FETCH);
      data_out <= fifo_val ? fifo_out : data_out;
    end
  end
  fifo #(
      .WIDTH(WIDTH),
      .DEPTH(DEPTH),
      .H_POS(H_POS),
      .L_POS(L_POS)
  ) fifo_inst (
      .clk    (clk),
      .rst    (rst),
      .we     (f_hs),
      .din    (data_in),
      .full   (full),
      .re     (fifo_re),
      .dout   (fifo_out),
      .empty  (empty),
      .val    (fifo_val),
      .ack    (fifo_ack),
      .p_full (p_full),
      .p_empty(p_empty)
  );
endmodule
==> design/flow/run.sh <==
#!/bin/bash
# OpenROAD 26Q1-2900-gdf79404cd8, Yosys 0.63+post, stock flow scripts
make -C /OpenROAD-flow-scripts/flow DESIGN_CONFIG=/design/flow/config.mk WORK_HOME=/design/flow/orfs finish
==> design/flow/config.mk <==
export PLATFORM = sky130hd
export DESIGN_NAME = hs_bridge
export DESIGN_NICKNAME = hs_bridge
export VERILOG_FILES = /design/flow/design.v
export SDC_FILE = /design/flow/constraint.sdc
export NUM_CORES = 4
export LEC_CHECK = 1
export CORE_UTILIZATION = 50
export SYNTH_HDL_FRONTEND = slang
==> design/flow/constraint.sdc <==
current_design hs_bridge

set clk_period 3.4
set clk_io_pct 0.2

create_clock -name clk0 -period $clk_period [get_ports {clk}]

set non_clock_inputs [all_inputs -no_clocks]
set_input_delay [expr $clk_period * $clk_io_pct] -clock clk0 $non_clock_inputs
set_output_delay [expr $clk_period * $clk_io_pct] -clock clk0 [all_outputs]
==> results.toml <==
# synthesis and place-and-route metrics
[cells_and_area]
layout-drive-gt1-share_pct = 19.6
max_flop_register = "fifo_inst.RAM_inst.mem"
largest_reg_flops = 128
top_regs = "fifo_inst.RAM_inst.mem (128), fifo_inst.entries (16)"
synthToLayoutAreaGrowth_pct = 15.7
post-route-cell-area_mm2 = 0.00930
nFillCells = 1163

[cts]
holdBufCountCts = 0
tritoncts = "yes"
cts_root_buffer = "clkbuf_16"
clkSlewWorstSetupHoldPaths_ns = 0.06
clock_sinks = 207
clock_path_buffers = 3
cells_resized_by_post_cts_repair = 0
htree_num_levels = 1
clk-insertion-delay-late_ns = 0.50
tritoncts.num_buffers = 22
cts_post_setup_buffers_inserted = 0

[grt]
grt_usage_pct = 22.2
antenna_found_initial = 0
first_global_vias = 4534
largest_net_degree_at_the_start_of_global_routing = 33
grt_first_pass_wirelength_um = 24700
grt-ovfl-total = 0

[synth]
yosysWarnings = 0
synth_top_cell_by_area = "edfxtp_1"
syn_inst = 511
postSynth.asyncResetShare_pct = 0
ys_seq_share_pct = 68.5
synth-main-ff-cell = "edfxtp_1"
synth_largest_type_area_fraction_pct = 50.8
synth-seq-cells = 207
edf_count = 136
synthDistinctLibCells = 61
ys_cells = 511
yosys.stat.chipArea_mm2 = 0.00804
synthesis.area_per_instance_um2 = 15.7
synth_area_mm2 = 0.00804
area_leaders = "edfxtp_1, dfxtp_1, mux4_2"

[timing]
finalSetupViolations = 0
fin_skew_ns = 0.0140
tns_ns = 0
grt_setup_unrepaired = "no"
fmax_achieved_mhz = 357
slew_headroom_pct = 41.5
period_used_pct = 82.4
final_max_slew_viol_count = 0
period_needed_ns = 2.80
worstMarginPinSlew_ns = 0.874
final_hold_viol_count = 0

[worst_hold_path]
worstHoldPathCells = 0
min_delay_worst_endpoint = "fifo_inst.RAM_inst.din_r[0]"
hold_class = "register to register"
min_from = "fifo_inst.mem_in[0]"

[setup_path]
start_to_end_type_of_the_worst_setup_path = "input port to register"
start_kind = "input port"
crit-reg2reg-capture = "fifo_inst.full"
cell_with_the_biggest_individual_delay_on_the_critical_path = "clkdlybuf4s50_1"
path_common_cell = "nand2_1"
worstPathCellList = "clkdlybuf4s50_1, nand2_1, inv_1, ha_1, nor2_1, nand2_1, o311a_1, a21oi_1, nand4_1, nor4_2, and4_1"
regToRegSetupSlack_ns = 0.74
cp_slowest_stage_delay_ns = 0.40
critical_path_endpoint_category = "register"
crit_buf_inv = 2
required_ns = 3.83
largest_delay_share_family_worst_path = "simple AND/OR/NAND/NOR gates"
r2r_cells = 9
critical_path_arrival_ns = 3.23
crit-reg2reg-launch = "fifo_inst.entries[0]"
worstPathMaxFanout = 7

[power_and_ir_drop]
leakage_uw = 0.00310
vdd_ir_drop_max_uv = 422
pwr_cell_area_mw_per_mm2 = 590

[detailed_routing]
average_wire_per_cell_in_the_routed_design_um = 19.9
initialDrtViolationCount = 359
number_of_detailed_routing_iterations_run_before_antenna_repair = 6
drt-vias-per-instance = 5.64
antenna-diode-count = 0
dr_total_vias = 4414
drc_errors = 0
detail_route.wirelength_um = 15600
drtAntennaViolNets = 0

[floorplanning]
design.die.area_mm2 = 0.0166
boundaryPins = 22
die_h_um = 129
rows = 45
die_width_um = 129
core_region_area_mm2 = 0.0154
fp_util_pct = 52.1

[run_status]
run_status = "finished clean"

[placed_design]
postPlaceCellArea_mm2 = 0.00854
gp_congestion = 0.898
port_buffers = 21
post-dp-hpwl_um = 10300

[flow_run]
max_cap_violations = 0
log.warning_count = 27
## layer usage
layer	global-route usage [%]	share of wire, %	up-vias
met5	0	0	-
met4	3.88	1.6	0
met3	10.0	9.5	19
met2	32.6	48	180
met1	34.9	41	2143
li1	-	-	2072
## synthesized netlist by cell type, drive strengths merged, types with 2 or more instances
| cell | number |
|---|---|
| a21boi | 2 |
| a21o | 2 |
| a21oi | 21 |
| a221oi | 2 |
| a311oi | 2 |
| a31oi | 3 |
| a32o | 2 |
| a32oi | 3 |
| and2 | 6 |
| and3 | 4 |
| and4 | 2 |
| buf | 8 |
| clkbuf | 12 |
| dfxtp | 71 |
| edfxtp | 136 |
| ha | 6 |
| inv | 7 |
| mux2 | 2 |
| mux2i | 8 |
| mux4 | 40 |
| nand2 | 28 |
| nand2b | 5 |
| nand3 | 9 |
| nand3b | 2 |
| nand4 | 4 |
| nor2 | 55 |
| nor2b | 10 |
| nor3 | 11 |
| nor4 | 5 |
| o211ai | 2 |
| o21a | 2 |
| o21ai | 12 |
| o21bai | 2 |
| o311ai | 2 |
| o41ai | 2 |
| or2 | 2 |
| or3 | 4 |
| or3b | 2 |
| xnor2 | 2 |
| xor2 | 2 |
## report_power, final
group | leakage [µW] | internal (µW) | switching, µW
Sequential | 0.00182 | 2720 | 57.9
Combinational | 0.000902 | 127 | 145
Clock | 0.000377 | 1520 | 921
## how the worst max path moves through the flow
| stage | to | start | slack, ns | cells past startpoint |
|---|---|---|---|---|
| CTS | fifo_inst.full | valid | 0.60 | 11 |
| global route | fifo_inst.full | valid | 0.42 | 11 |
| finish | fifo_inst.full | valid | 0.60 | 11 |
## logic make-up after synthesis
logic type	share of synthesized area, %
and+or+nand+nor	10.4
xor gates and xnor gates	0.436
muxes	12.5
DFF	68.5
AOI/OAI and AO/OA	5.35
adders and majority gates	0.934
buffers and inverters	1.96
## layout make-up
cell class | instances | area (µm²) | share of cell area, %
Sequential cell | 207 | 5510 | 59.2
Multi-Input combinational cell | 277 | 2380 | 25.6
Clock buffer | 30 | 622 | 6.69
Timing Repair Buffer | 40 | 365 | 3.93
Tap cell | 211 | 264 | 2.84
Clock inverter | 10 | 138 | 1.48
Inverter | 7 | 26.3 | 0.283
## placed cells by master (no fill, tap or decap), types with 4 or more instances in the layout
master | Yosys | final
edfxtp_1 | 136 | 136
dfxtp_1 | 71 | 70
nor2_1 | 55 | 55
mux4_2 | 40 | 40
nand2_1 | 28 | 28
clkbuf_16 | 0 | 23
a21oi_1 | 21 | 21
clkdlybuf4s50_1 | 0 | 21
buf_4 | 0 | 18
o21ai_0 | 12 | 12
nor2b_1 | 10 | 10
nor3_1 | 9 | 9
nand3_1 | 8 | 8
mux2i_1 | 8 | 8
inv_1 | 7 | 7
and2_1 | 6 | 6
ha_1 | 6 | 6
nand2b_1 | 5 | 5
clkinv_2 | 0 | 5
clkbuf_1 | 9 | 5
and3_1 | 4 | 4
or3_1 | 4 | 4
## metrics by stage
stage               cells  total power (µW)  util, %  hold WS [ns]  worst slack (ns)
floorplan             511              3010        -         0.310             0.866
global placement      742              3100     55.3         0.311             0.230
detailed placement    742              3100     55.3         0.312             0.173
CTS                   782              5540     60.3         0.326             0.601
global route          782              5670     60.3         0.328             0.421
finish                782              5490     60.3         0.325             0.598
No activity file was given, so power comes from the tool's default toggle rates.
